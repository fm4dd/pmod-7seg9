==> flow/run.sh <==
#!/bin/bash
# OpenROAD 26Q1-2900-gdf79404cd8, Yosys 0.63+post, stock flow scripts
make -C /OpenROAD-flow-scripts/flow DESIGN_CONFIG=/design/flow/config.mk WORK_HOME=/design/flow/orfs finish
==> flow/config.mk <==
export PLATFORM = sky130hd
export DESIGN_NAME = pmod_7seg9_1
export DESIGN_NICKNAME = pmod_7seg9_1
export VERILOG_FILES = /design/flow/design.v
export SDC_FILE = /design/flow/constraint.sdc
export NUM_CORES = 4
export LEC_CHECK = 1
export CORE_UTILIZATION = 50
==> flow/constraint.sdc <==
current_design pmod_7seg9_1

set clk_period 3.6
set clk_io_pct 0.2

create_clock -name clk0 -period $clk_period [get_ports {clk}]

set non_clock_inputs [all_inputs -no_clocks]
set_input_delay [expr $clk_period * $clk_io_pct] -clock clk0 $non_clock_inputs
set_output_delay [expr $clk_period * $clk_io_pct] -clock clk0 [all_outputs]
==> flow/design.v <==
module pmod_7seg9_1(
  input clk,
  input rst,
  output tm_clk,
  output tm_din
);
reg [7:0] instruction_step;
reg tm_latch;
reg [7:0] tm_byte;
reg tm_end;
reg tm_busy;
tm1640 disp ( clk, rst, tm_latch, tm_byte, tm_end,
              tm_busy, tm_clk, tm_din );
always @(posedge clk) begin
  if (rst) begin    
    instruction_step <= 0;
    tm_latch <= 0;
    tm_byte <= 0;
    tm_end <= 0;
  end
  else begin        
    if (tm_busy == 0 && instruction_step < 13) begin
      case (instruction_step)
        1: begin
          tm_byte <= 8'b01000010;
          tm_end <= 1;
          tm_latch <= 1;
        end
        2: begin
          tm_byte <= 8'b11000000;
          tm_end <= 0;
          tm_latch <= 1;
        end
        3: begin
          tm_byte <= 8'b00000110;
          tm_end <= 0;
          tm_latch <= 1;
        end
        4: begin
          tm_byte <= 8'b01011011;
          tm_end <= 0;
          tm_latch <= 1;
        end
        5: begin
          tm_byte <= 8'b01001111;
          tm_end <= 0;
          tm_latch <= 1;
        end
        6: begin
          tm_byte <= 8'b01100110;
          tm_end <= 0;
          tm_latch <= 1;
        end
        7: begin
          tm_byte <= 8'b01101101;
          tm_end <= 0;
          tm_latch <= 1;
        end
        8: begin
          tm_byte <= 8'b01111100;
          tm_end <= 0;
          tm_latch <= 1;
        end
        9: begin
          tm_byte <= 8'b00000111;
          tm_end <= 0;
          tm_latch <= 1;
        end
        10: begin
          tm_byte <= 8'b01111111;
          tm_end <= 0;
          tm_latch <= 1;
        end
        11: begin
          tm_byte <= 8'b01101111;
          tm_end <= 1;
          tm_latch <= 1;
        end
        12: begin
          tm_byte <= 8'b10001111;
          tm_end <= 1;
          tm_latch <= 1;
        end
      endcase
      instruction_step <= instruction_step + 1;
    end
    else if (tm_busy == 1) begin
      tm_latch <= 0;
    end
  end
end
endmodule
module tm1640(
    clk,
    rst,
    data_latch,
    data_in,
    data_stop_bit,
    busy,
    tm_clk,
    tm_din,
    );
    input clk;
    input rst;
    input data_latch;
    input [7:0] data_in;
    input data_stop_bit;
    output reg busy;
    output reg tm_clk;
    output reg tm_din;
    reg [7:0] write_byte;
    reg [2:0] write_bit_count;
    reg write_stop_bit;
    reg [3:0] cur_state;
    reg [3:0] next_state;
    reg [9:0] wait_count;
    localparam [9:0] wait_time = 256;  
    localparam [3:0]
        S_IDLE      = 4'h0,
        S_WAIT      = 4'h1,
        S_WAIT1     = 4'h2,
        S_START     = 4'h3,
        S_WRITE     = 4'h4,
        S_WRITE1    = 4'h5,
        S_WRITE2    = 4'h6,
        S_WRITE3    = 4'h7,
        S_STOP      = 4'h8,
        S_STOP1     = 4'h9;
    always @(posedge clk) begin
        if (rst) begin
            tm_clk <= 1;            
            tm_din <= 1;
            cur_state <= S_IDLE;    
            next_state <= S_IDLE;
            wait_count <= 0;
            write_bit_count <= 0;
            busy <= 0;              
        end
        else begin
            if (data_latch) begin   
                cur_state <= S_START;
                write_byte <= data_in;
                write_stop_bit <= data_stop_bit;
                busy <= 1;
            end
            else begin
                case (cur_state)
                    S_IDLE: begin
                        tm_clk <= 1;
                        tm_din <= 1;
                        busy <= 0;
                    end
                    S_WAIT: begin
                        wait_count <= 0;
                        cur_state <= S_WAIT1;
                    end
                    S_WAIT1: begin
                        wait_count <= wait_count + 1;
                        if (wait_count == wait_time)
                            cur_state <= next_state;
                    end
                    S_START: begin
                        busy <= 1;
                        tm_din <= 0;  
                        cur_state <= S_WAIT;
                        next_state <= S_WRITE;
                    end
                    S_WRITE: begin
                        write_bit_count <= 0;
                        tm_clk <= 0;           
                        cur_state <= S_WAIT;
                        next_state <= S_WRITE1;
                    end
                    S_WRITE1:begin
                        busy <= 1;
                        tm_din <= write_byte[write_bit_count];  
                        cur_state <= S_WAIT;
                        next_state <= S_WRITE2;
                    end
                    S_WRITE2: begin
                        tm_clk <= 1;          
                        cur_state <= S_WAIT;
                        next_state <= S_WRITE3;
                    end
                    S_WRITE3: begin
                        tm_clk <= 0;   
                        if (write_bit_count != 7) begin
                            write_bit_count <= write_bit_count + 1;
                            cur_state <= S_WRITE1;
                        end
                        else begin
                            if(write_stop_bit) begin
                               tm_din <= 0;   
                               cur_state <= S_WAIT;
                               next_state <= S_STOP;
                            end
                            else begin
                               write_bit_count <= 0;
                               write_byte <= data_in;
                               write_stop_bit <= data_stop_bit;
                               busy <= 0;
                               cur_state <= S_WRITE1;
                            end
                        end
                    end
                    S_STOP: begin
                        tm_clk <= 1;          
                        cur_state <= S_WAIT;
                        next_state <= S_STOP1;
                    end
                    S_STOP1: begin
                        tm_din <= 1;          
                        cur_state <= S_WAIT;
                        next_state <= S_IDLE;
                    end
                    default: begin
                        cur_state <= S_IDLE;
                    end
                endcase
            end
        end
    end
endmodule
==> deck_impl_summary.md <==
Physical Implementation Snapshot

Hold path
  • Hold Path Class: flip-flop to flip-flop
  • Hold Startpoint: disp.next_state[3]$_SDFFE_PP0P_

Clock network
  • Hold_buf cts: 0
  • Root buffer cell: clkbuf_8
  • TritonCTS clock tree: built
  • Num CTS Buffers: 5
  • Clock sink total: 51
  • Postcts setup bufs: 0
  • Buffer levels on the longest clock path: 2
  • Clock-pin slew on the worst setup and hold paths: 0.10 ns
  • Post-cts sizing count: 0
  • H-tree level count: 2
  • Clock latency on the worst-skew pair: 0.31 ns

Die
  • FP Util: 52.3%
  • Rows: 26
  • Boundary Pins: 4
  • Chip area: 5670 um2
  • Die H: 75.3 um
  • Core Region: 5140 um2
  • DIE WIDTH: 75.3 um

Logic synthesis
  • Yosys cell count: 309
  • Number of enable flip-flop cells: 9
  • Synth unique cells: 56
  • Synth async-reset ratio: 0%
  • Synth Area in Compound Gates: 22.2%
  • Adder share: 4.19%
  • Post-synthesis cell count: 309
  • Synth top area cells: dfxtp_1 (31%), edfxtp_1 (10%), nor2_1 (5.4%), a21oi_1 (4.3%), ha_1 (4.2%)
  • Max-area cell share: 31.3%
  • Ys Warns: 2
  • Post-synth seq share: 41.3%
  • YS chip area: 2690 um2
  • Post-synth regs: 51
  • Mapped Area: 2690 um2
  • Top-count cell post-synth: dfxtp_1
  • Leading cell types by count after synthesis: dfxtp_1 (42), nor2_1 (39), a21oi_1 (23), nand2_1 (23), clkbuf_1 (18)
  • Simple-gate area share of the yosys netlist: 22.1%
  • Top logic family: AND-OR/OR-AND gates
  • Top_reg_cell synth: dfxtp_1
  • Yosys xor share: 1.30%
  • Cell accounting for the most synthesized area: dfxtp_1
  • Synth Area per Inst: 8.70 um2
  • Multiplexer share: 4.38%

Final layout
  • Logic area: 1460 um2
  • Synthesis-to-finish area growth: 6.19%
  • Share of cells above drive strength 1: 6.58%
  • Final Core Density: 55.5%
  • Fin cells: 374
  • Flop area: 1110 um2
  • Fillers: 519

STA
  • Unrepaired setup endpoints after global routing: no
  • Setup TNS: 0 ns
  • Slew Limit Fails: 0
  • Final min period: 2.61 ns
  • Clock Skew: 0.00983 ns
  • Endpoints failing hold: 0
  • Final setup fails: 0
  • Worst rel slew slack: 52.1%
  • Worst Tran Pin Value: 0.717 ns
  • Tcrit/Tclk final: 72.6%
  • Fmax: 383 MHz

Place
  • Post-DP HPWL: 3730 um
  • RePlAce Congestion: 0.906
  • Port Buffers: 3
  • Cells after DPL: 366

Setup path
  • Setup crit start kind: flip-flop
  • Cells along the critical path: or4_4, a311oi_4, or3b_1, or4_1, a21oi_1
  • Maximum cell stage delay along the critical path: 0.57 ns
  • Critical Path AT: 2.86 ns
  • CP Launch Point: instruction_step[5]$_SDFFE_PP0P_
  • Reg-to-Reg Start: instruction_step[5]$_SDFFE_PP0P_
  • WS Path Type: flip-flop to flip-flop
  • Crit-path slowest cell: or4_4
  • Crit path DRT: 3.85 ns
  • CP Max Fanout: 9
  • Endpoint class of the critical path: flip-flop

Drt
  • Avg WL per Cell: 14.7 um
  • Via count: 2,177
  • Post-Route WL: 5510 um
  • Drc violations: 0
  • DRT iter0 DRCs: 152
  • Antenna fix cells: 0
  • DRT Pass-1 Iters: 4
  • DRT antenna net count: 0
  • Vias per cell: 5.82

Global route
  • All-Layer GR Usage: 21.1%
  • Initial antenna violation count: 0
  • Vias in the first global route: 1,834
  • Global-route wire length before repair: 9030 um
  • Total congestion overflow: 0
  • Largest net degree at the start of global routing: 45

Run status
  • Run status: completed

Power
  • Cell Pwr Density: 589 nW/um2
  • Leakage power total: 0.984 nW
  • VDD IR max: 0.000327 V

Flow run
  • Log Warnings: 30
  • Max-Cap Viols: 0
-- worst max-delay path, delay by kind of cell (launching register included) --
family / cells / cell delay, ns
simple gates: 3 / 1.61
compound gates: 2 / 0.62
flops: 1 / 0.33
-- area by class of cell --
cell class | count | share of cell area (%)
Clock inverter | 3 | 0.921
Inverter | 12 | 1.58
Sequential cell | 51 | 38.9
Timing Repair Buffer | 7 | 2.10
Multi-Input combinational cell | 226 | 51.0
Clock buffer | 5 | 2.41
Tap cell | 70 | 3.07
-- registers in the layout, summed over array words and instances (netlist names), 3 cells and up --
register,cells
disp.cur_state,4
disp.next_state,4
disp.wait_count,10
disp.write_bit_count,3
disp.write_byte,8
instruction_step,8
tm_byte,8
-- per-layer routing --
metal	global-route usage (%)	up-vias	wire length [um]
li1	-	1146	-
met1	38.1	978	2950
met2	27.9	44	2270
met3	2.68	9	212
met4	2.67	0	76
met5	0	-	0
-- cells in the final DEF, fill, tap and decap left out, types with 7 or more instances in the layout --
master	Yosys	final
dfxtp_1	42	42
nor2_1	39	39
nand2_1	23	23
a21oi_1	23	23
nand3_1	16	16
inv_1	12	12
o21ai_0	10	10
ha_1	9	9
edfxtp_1	9	9
nor3_1	8	8
nand2b_1	7	7
-- kinds of logic after synthesis --
kind of cell	after synthesis
mux	9
buf+inv	32
xor+xnor	4
compound gates	84
flops	51
simple gates	120
fa+ha+maj	9
-- metrics by stage --
step | setup WS (ns) | cell area (um2) | hold slack (ns) | power, W
floorplan | 1.16 | 2690 | 0.408 | 0.00120
global placement | 1.02 | 2760 | 0.415 | 0.00134
detailed placement | 0.998 | 2760 | 0.418 | 0.00134
CTS | 0.986 | 2850 | 0.439 | 0.00169
global route | 0.832 | 2850 | 0.463 | 0.00180
finish | 0.987 | 2850 | 0.439 | 0.00168
-- final timing paths --
kind | end | depth (start not counted) | slack, ns
setup / recovery | tm_byte[3]$_SDFFE_PP0P_ | 5 | 0.99
hold / removal | disp.cur_state[3]$_SDFFE_PP0P_ | 2 | 0.44
setup reg to reg | tm_byte[3]$_SDFFE_PP0P_ | 5 | 0.99
hold reg to reg | disp.cur_state[3]$_SDFFE_PP0P_ | 2 | 0.44
-- where the power goes --
group / leakage, nW / internal (W) / total (W) / switching, W
Clock: 0.0491 / 0.000143 / 0.000346 / 0.000203
Combinational: 0.509 / 0.000225 / 0.000574 / 0.000350
Sequential: 0.425 / 0.000658 / 0.000760 / 0.000102
No activity file was given, so power comes from the tool's default toggle rates.
