[flow/design.v]
module tm1640(
    clk,
    rst,
    data_latch,
    data_in,
    data_stop_bit,
    busy,
    tm_clk,
    tm_din,
    );
    input clk;
    input rst;
    input data_latch;
    input [7:0] data_in;
    input data_stop_bit;
    output reg busy;
    output reg tm_clk;
    output reg tm_din;
    reg [7:0] write_byte;
    reg [2:0] write_bit_count;
    reg write_stop_bit;
    reg [3:0] cur_state;
    reg [3:0] next_state;
    reg [9:0] wait_count;
    localparam [9:0] wait_time = 256;  
    localparam [3:0]
        S_IDLE      = 4'h0,
        S_WAIT      = 4'h1,
        S_WAIT1     = 4'h2,
        S_START     = 4'h3,
        S_WRITE     = 4'h4,
        S_WRITE1    = 4'h5,
        S_WRITE2    = 4'h6,
        S_WRITE3    = 4'h7,
        S_STOP      = 4'h8,
        S_STOP1     = 4'h9;
    always @(posedge clk) begin
        if (rst) begin
            tm_clk <= 1;            
            tm_din <= 1;
            cur_state <= S_IDLE;    
            next_state <= S_IDLE;
            wait_count <= 0;
            write_bit_count <= 0;
            busy <= 0;              
        end
        else begin
            if (data_latch) begin   
                cur_state <= S_START;
                write_byte <= data_in;
                write_stop_bit <= data_stop_bit;
                busy <= 1;
            end
            else begin
                case (cur_state)
                    S_IDLE: begin
                        tm_clk <= 1;
                        tm_din <= 1;
                        busy <= 0;
                    end
                    S_WAIT: begin
                        wait_count <= 0;
                        cur_state <= S_WAIT1;
                    end
                    S_WAIT1: begin
                        wait_count <= wait_count + 1;
                        if (wait_count == wait_time)
                            cur_state <= next_state;
                    end
                    S_START: begin
                        busy <= 1;
                        tm_din <= 0;  
                        cur_state <= S_WAIT;
                        next_state <= S_WRITE;
                    end
                    S_WRITE: begin
                        write_bit_count <= 0;
                        tm_clk <= 0;           
                        cur_state <= S_WAIT;
                        next_state <= S_WRITE1;
                    end
                    S_WRITE1:begin
                        busy <= 1;
                        tm_din <= write_byte[write_bit_count];  
                        cur_state <= S_WAIT;
                        next_state <= S_WRITE2;
                    end
                    S_WRITE2: begin
                        tm_clk <= 1;          
                        cur_state <= S_WAIT;
                        next_state <= S_WRITE3;
                    end
                    S_WRITE3: begin
                        tm_clk <= 0;   
                        if (write_bit_count != 7) begin
                            write_bit_count <= write_bit_count + 1;
                            cur_state <= S_WRITE1;
                        end
                        else begin
                            if(write_stop_bit) begin
                               tm_din <= 0;   
                               cur_state <= S_WAIT;
                               next_state <= S_STOP;
                            end
                            else begin
                               write_bit_count <= 0;
                               write_byte <= data_in;
                               write_stop_bit <= data_stop_bit;
                               busy <= 0;
                               cur_state <= S_WRITE1;
                            end
                        end
                    end
                    S_STOP: begin
                        tm_clk <= 1;          
                        cur_state <= S_WAIT;
                        next_state <= S_STOP1;
                    end
                    S_STOP1: begin
                        tm_din <= 1;          
                        cur_state <= S_WAIT;
                        next_state <= S_IDLE;
                    end
                    default: begin
                        cur_state <= S_IDLE;
                    end
                endcase
            end
        end
    end
endmodule
module ctl_7seg9(
  input wire clk,               
  input wire rst,               
  input wire [71:0] data_pack,  
  input wire [2:0] level,       
  input wire on,                
  output wire tm_clk,           
  output wire tm_din,           
  output wire tm_busy           
);
localparam STEPS = 12;          
reg [7:0] command1;
reg [7:0] command2;
reg [7:0] command3;
reg [7:0] instruction_step;
reg tm_latch;
reg [7:0] tm_byte;
reg tm_end;
wire [7:0] led_data [0:8];
assign led_data[0] = data_pack[7:0];
assign led_data[1] = data_pack[15:8];
assign led_data[2] = data_pack[23:16];
assign led_data[3] = data_pack[31:24];
assign led_data[4] = data_pack[39:32];
assign led_data[5] = data_pack[47:40];
assign led_data[6] = data_pack[55:48];
assign led_data[7] = data_pack[63:56];
assign led_data[8] = data_pack[71:64];
initial begin
   command1 <= 8'b01000010;  
   command2 <= 8'b11000000;  
   command3 <= 8'b10001011;  
end
tm1640 ic1(clk, rst, tm_latch, tm_byte, tm_end,
             tm_busy, tm_clk, tm_din);
always @(posedge clk) begin
  if (rst) begin
    instruction_step <= 0;
    tm_latch <= 0;
    tm_byte <= 0;
    tm_end <= 0;
  end
  else begin        
    if (tm_busy == 0 && instruction_step < (STEPS+1)) begin
      case (instruction_step)
        1: begin    
          tm_byte <= command1;
          tm_end <= 1; tm_latch <= 1;
        end
        2: begin    
          tm_byte <= command2;
          tm_end <= 0; tm_latch <= 1;
        end
        3: begin    
          tm_byte <= led_data[0];
          tm_end <= 0; tm_latch <= 1;
        end
        4: begin    
          tm_byte <= led_data[1];
          tm_end <= 0; tm_latch <= 1;
        end
        5: begin    
          tm_byte <= led_data[2];
          tm_end <= 0; tm_latch <= 1;
        end
        6: begin    
          tm_byte <= led_data[3];
          tm_end <= 0; tm_latch <= 1;
        end
        7: begin    
          tm_byte <= led_data[4];
          tm_end <= 0; tm_latch <= 1;
        end
        8: begin    
          tm_byte <= led_data[5];
          tm_end <= 0; tm_latch <= 1;
        end
        9: begin    
          tm_byte <= led_data[6];
          tm_end <= 0; tm_latch <= 1;
        end
        10: begin    
          tm_byte <= led_data[7];
          tm_end <= 0; tm_latch <= 1;
        end
        11: begin    
          tm_byte <= led_data[8];
          tm_end <= 0; tm_latch <= 1;
        end
        12: begin    
          tm_byte <= command3;
          tm_end <= 1; tm_latch <= 1;
        end
      endcase
      instruction_step <= instruction_step + 1;
    end
    else if (tm_busy == 1) begin
      tm_latch <= 0;
    end
  end
end
endmodule
module hexdigit(
  input wire [4:0] in,
  input wire dp,
  output reg [7:0] out
);
always @* begin
  out = 8'b00000000;
  case(in)
    5'h0: out = {dp, 7'b0111111};  
    5'h1: out = {dp, 7'b0000110};  
    5'h2: out = {dp, 7'b1011011};  
    5'h3: out = {dp, 7'b1001111};  
    5'h4: out = {dp, 7'b1100110};  
    5'h5: out = {dp, 7'b1101101};  
    5'h6: out = {dp, 7'b1111101};  
    5'h7: out = {dp, 7'b0000111};  
    5'h8: out = {dp, 7'b1111111};  
    5'h9: out = {dp, 7'b1101111};  
    5'ha: out = {dp, 7'b1110111};  
    5'hb: out = {dp, 7'b1111100};  
    5'hc: out = {dp, 7'b0111001};  
    5'hd: out = {dp, 7'b1011110};  
    5'he: out = {dp, 7'b1111001};  
    5'hf: out = {dp, 7'b1110001};  
    5'b10000: out = 8'b11111111;  
    5'b10001: out = 8'b01000000;  
    5'b10010: out = 8'b00001000;  
    5'b10011: out = 8'b01101101;  
    5'b10100: out = 8'b00000000;  
    default:  out = 8'b00000000;  
  endcase
end
endmodule
module pmod_7seg9_2(
   input wire clk,
   input wire rst,
   output wire tm_clk,
   output wire tm_din
);
reg tm_busy;
reg [2:0] level;
initial level = 3'd4;     
reg on;
reg local_rst;
wire [7:0] led_data [0:9];    
wire [71:0] led_data_packed;  
assign led_data_packed[7:0]   = led_data[0];
assign led_data_packed[15:8]  = led_data[1];
assign led_data_packed[23:16] = led_data[2];
assign led_data_packed[31:24] = led_data[3];
assign led_data_packed[39:32] = led_data[4];
assign led_data_packed[47:40] = led_data[5];
assign led_data_packed[55:48] = led_data[6];
assign led_data_packed[63:56] = led_data[7];
assign led_data_packed[71:64] = led_data[8];
ctl_7seg9 m1(clk, local_rst, led_data_packed, level, on, tm_clk, tm_din, tm_busy);
hexdigit d9(data[0], 0, led_data[0]);
hexdigit d2(data[1], 0, led_data[1]);
hexdigit d3(data[2], 0, led_data[2]);
hexdigit d4(data[3], 0, led_data[3]);
hexdigit d5(data[4], 0, led_data[4]);
hexdigit d6(data[5], 0, led_data[5]);
hexdigit d7(data[6], 0, led_data[6]);
hexdigit d8(data[7], 0, led_data[7]);
hexdigit d1(data[8], 0, led_data[8]);
reg [23:0] count = 24'd0;
reg clk_10hz = 1'b0;
always @(posedge clk)
begin
   count <= count + 1;
   if(count == 24'd1249999)  
   begin
      count   <= 0;
      clk_10hz <= ~clk_10hz;
      local_rst <= 1;
   end
   if(local_rst == 1) local_rst <= 0;
end
reg [3:0] digit_counter;
reg [3:0] sec_counter;
reg [3:0] tensec_counter;
reg [3:0] min_counter;
reg [3:0] tenmin_counter;
reg [3:0] hour_counter;
initial begin
  digit_counter   = 4'd0;
  sec_counter     = 4'd0;
  tensec_counter  = 4'd0;
  min_counter     = 4'd0;
  tenmin_counter  = 4'd0;
  hour_counter    = 4'd0;
end
always @(posedge clk_10hz) begin
   if(digit_counter == 9) begin
      digit_counter = 0;
      if(sec_counter == 9) begin
         sec_counter = 0;
         if(tensec_counter == 5) begin
            tensec_counter = 0;
            if(min_counter == 9) begin
               min_counter = 0;
               if(tenmin_counter == 5) begin
                  tenmin_counter = 0;
                  if(hour_counter == 9) hour_counter = 0;
                  else hour_counter = hour_counter + 1;
               end
               else tenmin_counter = tenmin_counter + 1;
            end
            else min_counter = min_counter + 1;
         end
         else tensec_counter = tensec_counter + 1;
      end
      else sec_counter = sec_counter + 1;
   end
   else digit_counter = digit_counter + 1;
end
wire [4:0] data [0:8];           
assign data[0] = hour_counter;   
assign data[1] = 5'd17;          
assign data[2] = tenmin_counter; 
assign data[3] = min_counter;    
assign data[4] = 5'd17;          
assign data[5] = tensec_counter; 
assign data[6] = sec_counter;    
assign data[7] = 5'd17;          
assign data[8] = digit_counter;  
endmodule
[flow/run.sh]
#!/bin/bash
# OpenROAD 26Q1-2900-gdf79404cd8, Yosys 0.63+post, stock flow scripts
make -C /OpenROAD-flow-scripts/flow DESIGN_CONFIG=/design/flow/config.mk WORK_HOME=/design/flow/orfs finish
[flow/config.mk]
export PLATFORM = sky130hd
export DESIGN_NAME = pmod_7seg9_2
export DESIGN_NICKNAME = pmod_7seg9_2
export VERILOG_FILES = /design/flow/design.v
export SDC_FILE = /design/flow/constraint.sdc
export NUM_CORES = 4
export LEC_CHECK = 1
export CORE_UTILIZATION = 40
[flow/constraint.sdc]
current_design pmod_7seg9_2

set clk_period 3.2
set clk_io_pct 0.2

create_clock -name clk0 -period $clk_period [get_ports {clk}]

set non_clock_inputs [all_inputs -no_clocks]
set_input_delay [expr $clk_period * $clk_io_pct] -clock clk0 $non_clock_inputs
set_output_delay [expr $clk_period * $clk_io_pct] -clock clk0 [all_outputs]
==> impl_metrics.tcl <==
# place-and-route summary
set metrics [dict create \
    status "completed" \
    yosysCellCount 803 \
    grtUsageTotal_pct 16.7 \
    hold_viol_final 0 \
    clk_pin_slew_ns 0.05 \
    reg2regPathDepth 6 \
    vias 5405 \
    cp_data_required_time_ns 3.41 \
    combPwrFrac_pct 0 \
    holdCritPathClass "flip-flop to flip-flop" \
    post_drt_wl_per_cell_um 13.6 \
    synth-edff-count 30 \
    power_switching_share_pct 20.1 \
    peakVddDrop_uv 255 \
    antenna_left 0 \
    unclocked_pins 24 \
    synth_top_flop_cell "dfxtp_1" \
    clk_latency_ns 0.32 \
    seqPwrFrac_pct 52.0 \
    synth.distinct_cells 78 \
    gp_routability_congestion 0.946 \
    r2r-end "m1.tm_byte[4]$_SDFFE_PP0P_" \
    start_kind "flip-flop" \
    tightestPinTransition_ns 0.795 \
    ios 4 \
    yosysTopAreaCell "dfxtp_1" \
    drc 0 \
    chipArea_um2 17000 \
    min_from "m1.tm_byte[6]$_SDFFE_PP0P_" \
    report.final.slew_viol_count 0 \
    power_w 0.00188 \
    drive_gt1_share_pct 4.80 \
    synth_cells 803 \
    hpwl_um 9770 \
    io_buffers 2 \
    vias_per_cell 5.48 \
    first_pass_iters 6 \
    synth-area-yosys_um2 6610 \
    critPathArrivalTime_ns 2.52 \
    tritoncts "yes" \
    grt_pass1_wl_um 22700 \
    synthTopCellsByCount "nor2_1, dfxtp_1, nand2_1" \
    hold_buffers 0 \
    fmax_mhz 432 \
    untimed_endpoints 44 \
    num_antenna_cells 0 \
    whs_path_depth 0 \
    min_to "m1.ic1.write_byte[6]$_DFFE_PP_" \
    grt_start_max_net_pins 26 \
    timing.final.crit_share_pct 72.3 \
    post-route-min-period_ns 2.31 \
    cp_max_fo 13 \
    fillers 1538 \
    die_height_um 131 \
    pwr-share-clk_pct 48.0 \
    warnings 55 \
    powerDensity_nw_per_um2 269 \
    p_int_w 0.00150 \
    grt_overflow 0 \
    die_w_um 131 \
    postCtsSetupBuffers 0 \
    fin_setup_tns_ns 0 \
    row_count 46 \
    antenna_found_initial 0 \
    setup_viol 0 \
    cts_inserted_buffers 9 \
    cts_max_level 3 \
    synth_async_sr_flop_share_pct 0 \
    synth_seq_share_pct 35.1 \
    area_leaders "dfxtp_1, edfxtp_1, ha_1, nor2_1, a21oi_1" \
    synth_top_area_share_pct 21.5 \
    rrSetupSlack_ns 0.89 \
    slew_headroom_pct 47.0 \
    ctsResizeCount 0 \
    fp.coreArea_um2 16000 \
    clock_skew_ns 0.00690 \
    ys.flops 101 \
    first_iter_violations 388 \
    p_leak_nw 2.36 \
    maxCapViolations 0 \
    yosysWarnings 4 \
    cts_root_buf "clkbuf_16" \
    crit_path_end_kind "flip-flop" \
    grt_pass1_vias 4743 \
    power.switching_w 0.000377 \
    synth.avg_cell_area_um2 8.23 \
    area_delta_synth_final_pct 5.43 \
    netlist_area_um2 6610 \
    rsz0062_at_grt "false" \
    reg2reg_from "m1.instruction_step[0]$_SDFFE_PP0P_" \
    routed_wl_um 13500 \
    fp_util_pct 41.3 \
    most_common_cell "nor2_1" \
    critPathKind "flip-flop to flip-flop" \
    clockBufferDepth 2 \
]
## logic make-up (layout without fill, tap and decap cells)
kind of cell,Yosys count,count (layout),share of synthesized area [%]
buffers and inverters,88,56,5.34
AOI/OAI and AO/OA,184,184,18.5
xor gates and xnor gates,39,39,5.17
muxes,13,13,2.39
adders and majority gates,40,40,7.57
DFF,101,101,35.1
and+or+nand+nor,338,338,25.8
## how the worst max path moves through the flow
stage                                               start                    endpoint  slack, ns  cells after the start
final                 m1.instruction_step[0]$_SDFFE_PP0P_  m1.tm_byte[4]$_SDFFE_PP0P_       0.89                      6
after global routing  m1.instruction_step[0]$_SDFFE_PP0P_  m1.tm_byte[4]$_SDFFE_PP0P_       0.70                      7
after CTS             m1.instruction_step[0]$_SDFFE_PP0P_  m1.tm_byte[4]$_SDFFE_PP0P_       0.90                      6
## cell type report
type | count | area (um^2) | share of cell area [%]
Clock buffer | 10 | 229 | 3.29
Multi-Input combinational cell | 614 | 3930 | 56.4
Sequential cell | 101 | 2320 | 33.3
Timing Repair Buffer | 5 | 42.5 | 0.611
Tap cell | 216 | 270 | 3.88
Inverter | 35 | 131 | 1.89
Clock inverter | 6 | 38.8 | 0.557
## critical path, stage by stage, from the launching register on
cell,delay [ns]
dfxtp_1,0.35
ha_1,0.38
or2_2,0.36
o2111ai_2,0.44
nor2_1,0.20
and3_1,0.21
a221o_1,0.26
## cells in the final DEF, fill, tap and decap left out, types with 4 or more instances in the layout
master       n
nand2b_1    15
o22ai_1      7
nand4_1     11
o21a_1       5
nand4b_1     4
nand3_1     34
a311oi_1     4
o21ai_0     43
clkbuf_16    9
nor4_1      14
a211oi_1    13
nand2_1     61
a31oi_1      8
o21bai_1     5
ha_1        40
nor4b_1      5
or4_1        5
xor2_1      20
o31ai_1      5
edfxtp_1    30
xnor2_1     19
mux2i_1      9
and2_1       5
a21oi_1     46
dfxtp_1     71
nand3b_1     6
o31a_1       4
inv_1       35
and3_1       9
nor2_1     105
nor3_1      27
nor2b_1     20
## flip-flops by register name (all words and copies together), names as in the netlist, 3 cells and up
| name | cells |
|---|---|
| m1.ic1.cur_state | 4 |
| count | 24 |
| m1.ic1.next_state | 4 |
| m1.ic1.write_byte | 8 |
| m1.ic1.wait_count | 10 |
| digit_counter | 4 |
| tensec_counter | 4 |
| hour_counter | 4 |
| m1.ic1.write_bit_count | 3 |
| m1.tm_byte | 8 |
| sec_counter | 4 |
| min_counter | 4 |
| m1.instruction_step | 8 |
| tenmin_counter | 4 |
## per-layer routing
metal  up-vias  GRT usage, %  wire (um)
met5         -             0          0
met4         0          1.49        107
met3        12          3.73        682
met2       125          24.1       5750
met1      2463          27.1       6910
li1       2805             -          -
## through the flow
step                setup WS, ns  cells  utilization (%)  instance area [um^2]  hold slack, ns
floorplan                   1.22    803                -                  6610           0.408
global placement           0.943    971             41.9                  6700           0.426
detailed placement         0.906    971             41.9                  6700           0.427
CTS                        0.897    987             43.5                  6970           0.437
global route               0.705    987             43.5                  6970           0.447
finish                     0.888    987             43.5                  6970           0.436
## power by group through the flow
stage                 Combinational [W]  Clock, W  Sequential [W]
final                     0.00000000132  0.000900        0.000976
after global routing      0.00000000132  0.000969        0.000975
after CTS                 0.00000000132  0.000928        0.000976
Power and IR drop assume default switching activity.
